## run.sh

```bash
#!/bin/bash
# OpenROAD 26Q1-2900-gdf79404cd8, Yosys 0.63+post, stock flow scripts
make -C /OpenROAD-flow-scripts/flow DESIGN_CONFIG=/design/flow/config.mk WORK_HOME=/design/flow/orfs finish
```

## config.mk

```make
export PLATFORM = sky130hd
export DESIGN_NAME = Flash_bounder
export DESIGN_NICKNAME = Flash_bounder
export VERILOG_FILES = /design/flow/design.v
export SDC_FILE = /design/flow/constraint.sdc
export NUM_CORES = 4
export LEC_CHECK = 1
export CORE_UTILIZATION = 40
```

## constraint.sdc

```tcl
current_design Flash_bounder

set clk_period 5.4
set clk_io_pct 0.2

create_clock -name clk0 -period $clk_period [get_ports {clk}]

set non_clock_inputs [all_inputs -no_clocks]
set_input_delay [expr $clk_period * $clk_io_pct] -clock clk0 $non_clock_inputs
set_output_delay [expr $clk_period * $clk_io_pct] -clock clk0 [all_outputs]
```

## design.v

```verilog
module Flash_bounder(clk, rst_n, flick, LED);
input clk, rst_n,flick;
output [15:0]LED;
wire clk, rst_n, flick;
reg [15:0]LED;
reg [1:0]operation;
integer N;
integer i;
parameter IDLE 		  =  2'b00;
parameter UP			  =  2'B01;
parameter DOWN 		  =  2'b10;
parameter KICK_BACK	  =  2'b11;
parameter INIT         =  6'b000001;
parameter ZERO_TO_FIVE =  6'b000010;
parameter OFF_TO_ZERO  =  6'b000100;
parameter ZERO_TO_TEN  =  6'b001000;
parameter OFF_TO_FOUR  =  6'b010000;
parameter FOUR_TO_FTEEN = 6'B100000;
parameter SIZE         =  6        ;
reg [SIZE - 1: 0] state;
reg [SIZE - 1: 0]	next_state;
always @(posedge clk or negedge rst_n)
begin
	if(!rst_n) begin
		state <=  INIT;
	end
	else begin
		state <= next_state;
	end
end
always @(posedge clk or negedge rst_n)
begin
	if(!rst_n) begin
		N <= -1;
	end
	else begin
		if(operation == UP) begin
			N <= N + 1;
		end
		else if(operation == IDLE) begin
			N <= N;
		end
		else begin
			N <= N - 1;
		end
	end
end
always @(state or operation)
begin
	case(state)
	INIT: begin
		if(operation == UP) begin
			next_state = ZERO_TO_FIVE;
		end
		else begin
			next_state = INIT;
		end
	end
	ZERO_TO_FIVE: begin
		if(operation == UP) begin
			next_state = ZERO_TO_FIVE;
		end
		else begin
			next_state = OFF_TO_ZERO;
		end
	end
	OFF_TO_ZERO: begin
		if(operation == DOWN) begin
			next_state = OFF_TO_ZERO;
		end
		else begin
			next_state = ZERO_TO_TEN;
		end
	end
	ZERO_TO_TEN: begin
		if(operation == KICK_BACK) begin
			next_state = OFF_TO_ZERO;
		end
		else if(operation == DOWN) begin
			next_state = OFF_TO_FOUR;
		end
		else begin
			next_state = ZERO_TO_TEN;
		end
	end
	OFF_TO_FOUR: begin
		if(operation == DOWN) begin
			next_state = OFF_TO_FOUR;
		end
		else begin
			next_state = FOUR_TO_FTEEN;
		end
	end
	FOUR_TO_FTEEN: begin
		if(operation == KICK_BACK) begin
			next_state = OFF_TO_FOUR;
		end
		else if(operation == DOWN) begin
			next_state = INIT;
		end
		else begin
			next_state = FOUR_TO_FTEEN;
		end
	end
	default: next_state = INIT;
	endcase
end
always @(state or flick or N) begin
	operation = 2'b00;
	case(state)
	INIT: begin
		if(N >= 0) operation = DOWN;
		else if(flick) operation = UP;
		else operation = IDLE;
	end
	ZERO_TO_FIVE: begin
		if(N < 5) operation = UP;
		else operation = DOWN;
	end
	OFF_TO_ZERO: begin
		if(N >= 0) operation = DOWN;
		else operation = UP;
	end
	ZERO_TO_TEN: begin
		if(flick && (N == 5 || N == 10)) operation = KICK_BACK;
		else if(N == 10) operation = DOWN;
		else operation = UP;
	end
	OFF_TO_FOUR: begin
		if(N > 4) operation = DOWN;
		else operation = UP;
	end
	FOUR_TO_FTEEN: begin
		if(flick && (N == 5 || N == 10)) operation = KICK_BACK;
		else if(N == 15) operation = DOWN;
		else operation = UP;
	end
	default: operation = IDLE;
	endcase
end
always @(N)
begin
	if(N == -1) 
		for(i = 0; i < 16 ; i = i + 1)
		begin
			LED[i] = 0;
		end
	else
		for( i = 0; i < 16 ; i = i + 1)
		begin
			if(i <= N) LED[i] = 1'b1;
			else LED[i] = 1'b0;
		end
end
endmodule
```

==> run summary <==
Implementation results. The flow ran to the end, and the final reports show no timing, DRC or antenna violations. The tree is rooted in a sky130_fd_sc_hd__clkbuf_8. The wire-length estimate of the detail-placed layout is 4820 um. Max-capacitance violation count landed at 0. Per-cell routed wire length landed at 17.1 um. Via density per instance landed at 6.14. Switching power as a fraction of the total was reported as 20.2%. Power per cell area landed at 172 nW/um^2.

Across the VDD grid, the largest voltage drop is 0.126 mV. Sequential cells account for 53.6% of the total power. Per the final timing report, the hold violations number 0.

Clock latency on the worst-skew pair, taken at its later pin, is 0.30 ns. Fraction of registers with async set/reset landed at 100%. Per the OpenROAD power report, switching power amounts to 108 uW. Buffer count from post-CTS setup fixing landed at 0. Dividing the synthesized area by the synthesized cell count gives 8.68 um^2. The end-of-flow timing check tallies setup violations at 0. Via count landed at 2506. Proportion of synthesized chip area in sequential cells landed at 35.5%. Maximum net fanout on the critical path landed at 13. Via count of the first global-routing pass landed at 2301. Count of input and output buffers landed at 18. Highest clock rate landed at 0.231 GHz. For this run, the detailed router's first-pass iteration total came to 5.

Yosys mapped a number of flops with a built-in enable equal to 0. Final wirelength landed at 6970 um. The die covers 7330 um^2. Residual overflow from global routing landed at 0.

The launch point of the critical path was reported as N[7]. Number of OpenROAD warnings landed at 30. According to the floorplan report, the placeable core area is 6760 um^2. On the critical path the data arrives at 3.25 ns. The synthesized netlist occupies a cell area of 2800 um^2.

Once the floorplan was initialized, standard cells occupied 41.4% of the core. Global-route wire length before repair landed at 11500 um. Measured along the x axis, the die boundary spans 85.6 um.

Number of violations reported at the end of detailed-routing iteration 0 landed at 133. Remaining routing DRC violations landed at 0. According to the I/O placement log, the pin count is 19. In this run the worst hold path is classified as flip-flop to flip-flop. For this run, the leading register cell type out of synthesis is sky130_fd_sc_hd__dfstp_2. The initial antenna violation count was 0. TritonCTS built the clock tree.

Clock network fraction of design power landed at 45.1%. Flop and latch count out of synthesis landed at 38. The flow measured a signed area growth from synthesis to layout of 11.1%. Post-CTS clock slew at the launch and capture registers of the worst setup and hold paths landed at 0.07 ns. The startpoint identified for the worst register-to-register timing path is N[7]. STA classifies the critical path endpoint as a primary output. The synthesized netlist contains 51 unique library cells. Setup repair after global routing left no endpoint under its margin.

In this run the tightest slew margin relative to its limit is 46.2%. Tally of filler cells in the layout landed at 659. In this run, post-CTS repair resized a total of 0 instances. The worst setup path is launched from a flip-flop. Of the total power, combinational logic draws 1.3%. In this run the most critical hold path is launched from N[11]. Pin count of the biggest net entering global routing landed at 39. Routability-driven placement finished with a final weighted congestion of 0.880. CTS built an H-tree with a depth of 2. Share of the clock period used by the worst path after layout landed at 80.2%. Synthesized netlist cell count landed at 322.

Post-cts hold buffer count landed at 0. In the post-synthesis netlist, the biggest area contributors are sky130_fd_sc_hd__dfstp_2, sky130_fd_sc_hd__xnor2_1, sky130_fd_sc_hd__dfrtp_1. TritonCTS buffer count landed at 5.

The warning tally printed by Yosys for this design is 1. Utilization of the core after routing landed at 46.0%. The chip area line in the Yosys stat output reads 2800 um^2. Data required time at the worst endpoint landed at 4.32 ns.

For this design, the sink count on the clock tree is 38. The share of synthesized area in the top cell type comes to 31.0%. Total routing usage reported by global routing landed at 20.1%. The internal power of the cells totals 425 uW. Worst clock skew landed at 0.00975 ns. The synthesized netlist was found by Yosys to have 322 cells.

For the final routed database, the setup TNS stands at 0 ns. Cells with a size suffix above 1 make up 15.2% of the layout. Final tally of max-slew violations landed at 0. Buffer levels on the longest clock path landed at 2.

The detail route stage leaves a number of antenna-violating nets equal to 0. The leakage power in the latest report is 0.00108 uW. The cell type that accounts for the most area after synthesis is sky130_fd_sc_hd__dfstp_2. Actual transition at the worst max-transition pin landed at 0.807 ns. From bottom edge to top edge, the die measures 85.6 um. The repair_antennas step left the layout with diodes totalling 0. The floorplan has 30 rows. The worst setup path is of the flip-flop to primary output kind. The clock period could shrink to 4.33 ns.
[sequential cells by signal, summed over array words and instances (netlist names)]
register / flops
N: 32
state: 6
[power groups by stage]
stage                 clock network (uW)  logic, uW  registers (uW)
after CTS                            245       7.82             286
after global routing                 257       8.42             286
final                                240       7.10             286
[synthesized netlist by cell type (3+ instances only)]
cell type and count:
sky130_fd_sc_hd__buf_2 5, sky130_fd_sc_hd__or4_1 3, sky130_fd_sc_hd__o21ai_0 8, sky130_fd_sc_hd__dfstp_2 33, sky130_fd_sc_hd__nor2b_1 3, sky130_fd_sc_hd__a41oi_1 8, sky130_fd_sc_hd__clkbuf_1 17, sky130_fd_sc_hd__and3_1 13
sky130_fd_sc_hd__nor4_1 13, sky130_fd_sc_hd__nor2_1 26, sky130_fd_sc_hd__a32oi_1 9, sky130_fd_sc_hd__and4_1 6, sky130_fd_sc_hd__o22ai_1 4, sky130_fd_sc_hd__nand3_1 13, sky130_fd_sc_hd__a31oi_1 3, sky130_fd_sc_hd__o31ai_1 3
sky130_fd_sc_hd__xnor2_1 29, sky130_fd_sc_hd__nand4_1 8, sky130_fd_sc_hd__nor3_1 19, sky130_fd_sc_hd__ha_1 6, sky130_fd_sc_hd__inv_1 12, sky130_fd_sc_hd__a22oi_1 4, sky130_fd_sc_hd__nand2_1 24, sky130_fd_sc_hd__a21oi_1 14
sky130_fd_sc_hd__dfrtp_1 5
[per-layer routing]
metal	wire length (um)	vias to the layer above	GRT usage [%]
met2	3220	49	30.6
met4	77	0	2.58
met3	265	12	2.44
met5	0	-	0
li1	-	1236	-
met1	3410	1209	32.6
[through the flow]
step                      instance area (um^2)  setup WS (ns)  std cells  hold slack [ns]  power [uW]
after detailed placement                  3000           1.39        400            0.490         298
after global placement                    3000           1.43        400            0.488         298
final                                     3110           1.07        408            0.495         533
after CTS                                 3110           1.07        408            0.500         539
after global routing                      3110          0.909        408            0.516         551
after floorplan                           2800           1.86        322            0.475         290
[area by class of cell]
class | instances | area [um^2] | share of cell area [%]
clock buffers | 7 | 76.3 | 2.46
flip-flops and latches | 38 | 992 | 31.9
repair buffers | 21 | 198 | 6.36
inverters | 12 | 45.0 | 1.45
clock inverters | 1 | 30.0 | 0.967
well taps | 80 | 100 | 3.22
multi-input cells | 249 | 1670 | 53.6
[path summary, 6_finish.rpt]
kind / end / slack (ns) / cells after the start
worst max-delay path: LED[10] / 1.07 / 9
worst min-delay path: N[11] / 0.49 / 1
worst max register to register: N[31] / 1.57 / 7
worst min register to register: N[11] / 0.49 / 1
max in group asynchronous: N[0] / 4.21 / 2
min in group asynchronous: state[5] / 0.85 / 2
[layout by cell type (no fill, tap or decap), drive strengths merged, types with 3 or more instances in the layout]
cell type	netlist	final
nor2	26	26
and4	6	6
nor3	19	19
a31oi	4	4
dfrtp	5	5
clkbuf	17	7
o22ai	4	4
a21oi	14	14
xnor2	29	29
clkdlybuf4s50	0	17
nor4	13	13
a22oi	4	4
o21ai	10	10
nor2b	3	3
nand4	9	9
dfstp	33	33
or4	3	3
a41oi	8	8
and3	13	13
buf	6	4
nand2	24	24
inv	12	12
a32oi	9	9
nand3	13	13
ha	6	6
o31ai	3	3
[critical path, cell delays in order, from the launching register on]
cell and delay [ns]:
sky130_fd_sc_hd__dfstp_2 0.39, sky130_fd_sc_hd__or4_1 0.59, sky130_fd_sc_hd__or4b_1 0.69, sky130_fd_sc_hd__nor3_1 0.19, sky130_fd_sc_hd__buf_4 0.21, sky130_fd_sc_hd__nand2_1 0.11, sky130_fd_sc_hd__o22ai_1 0.16, sky130_fd_sc_hd__nand2_1 0.06
sky130_fd_sc_hd__o21ai_0 0.08, sky130_fd_sc_hd__clkdlybuf4s50_1 0.47
[logic make-up (layout without fill, tap and decap cells)]
family / Yosys count / count (layout) / share of synthesized area (%)
compound gates: 73 / 73 / 20.4
xor+xnor: 31 / 31 / 9.71
fa+ha+maj: 6 / 6 / 2.69
buf+inv: 35 / 41 / 4.92
flops: 38 / 38 / 35.5
simple gates: 139 / 139 / 26.8
Power and IR drop assume default switching activity.
